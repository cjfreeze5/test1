==> /design/flow/design.v <==
`timescale 1ns / 1ps
module EX_MEM(Clk, MemToReg, RegWrite, MemWrite, MemRead, Branch, Zero, Jump, RegData2, ALUResult, AdderResult, R_destination,
			MemToReg_out, RegWrite_out, MemWrite_out, MemRead_out, Branch_out, Zero_out, Jump_out, RegData2_out, 
			ALUResult_out, AdderResult_out, R_destination_out);
	input [1:0] MemWrite, MemRead;
	input Clk, MemToReg, RegWrite, Branch, Zero, Jump;
	input [31:0] RegData2, ALUResult, AdderResult;  
	input [4:0] R_destination;  
	reg [1:0] MemWrite_save, MemRead_save;
	reg MemToReg_save, RegWrite_save, Branch_save, Zero_save, Jump_save;
	reg [31:0] RegData2_save, ALUResult_save, AdderResult_save; 
	reg [4:0] R_destination_save;
	output reg [1:0] MemWrite_out, MemRead_out;
	output reg MemToReg_out, RegWrite_out, Branch_out, Zero_out, Jump_out;
	output reg [31:0] RegData2_out, ALUResult_out, AdderResult_out; 
	output reg [4:0] R_destination_out;
	initial begin 
        MemToReg_save = 1'b0;
		RegWrite_save = 1'b0;
		MemWrite_save = 2'b0;
		MemRead_save = 2'b0;
		Branch_save = 1'b0;
		Zero_save = 1'b0;
		Jump_save = 1'b0;
		RegData2_save = 32'b0;
		ALUResult_save = 32'b0;
		AdderResult_save = 32'b0;
		R_destination_save = 5'b0;
		MemToReg_out = 1'b0;
		RegWrite_out = 1'b0;
		MemWrite_out = 2'b0;
		MemRead_out = 2'b0;
		Branch_out = 1'b0;
		Zero_out = 1'b0;
		Jump_out = 1'b0;
		RegData2_out = 32'b0;
		ALUResult_out = 32'b0;
		AdderResult_out = 32'b0;
		R_destination_out = 5'b0;
    end
	always@(posedge Clk)begin
		MemToReg_save <= MemToReg;
		RegWrite_save <= RegWrite;
		MemWrite_save <= MemWrite;
		MemRead_save <= MemRead;
		Branch_save <= Branch;
		Zero_save <= Zero;
		Jump_save <= Jump;
		RegData2_save <= RegData2;
		ALUResult_save <= ALUResult;
		AdderResult_save <= AdderResult;
		R_destination_save <= R_destination;
	end
	always@(*)begin
		MemToReg_out <= MemToReg_save;
		RegWrite_out <= RegWrite_save;
		MemWrite_out <= MemWrite_save;
		MemRead_out <= MemRead_save;
		Branch_out <= Branch_save;
		Zero_out <= Zero_save;
		Jump_out <= Jump_save;
		RegData2_out <= RegData2_save;
		ALUResult_out <= ALUResult_save;
		AdderResult_out <= AdderResult_save;
		R_destination_out <= R_destination_save;
	end
endmodule
==> /design/flow/run.sh <==
#!/bin/bash
# OpenROAD 26Q1-2900-gdf79404cd8, Yosys 0.63+post, stock flow scripts
make -C /OpenROAD-flow-scripts/flow DESIGN_CONFIG=/design/flow/config.mk WORK_HOME=/design/flow/orfs finish
==> /design/flow/config.mk <==
export PLATFORM = sky130hd
export DESIGN_NAME = EX_MEM
export DESIGN_NICKNAME = EX_MEM
export VERILOG_FILES = /design/flow/design.v
export SDC_FILE = /design/flow/constraint.sdc
export NUM_CORES = 4
export LEC_CHECK = 1
export CORE_AREA = 10 10 139 139
export DIE_AREA = 0 0 149 149
==> /design/flow/constraint.sdc <==
current_design EX_MEM

set clk_period 1.0
set clk_io_pct 0.2

create_clock -name clk0 -period $clk_period [get_ports {Clk}]

set non_clock_inputs [all_inputs -no_clocks]
set_input_delay [expr $clk_period * $clk_io_pct] -clock clk0 $non_clock_inputs
set_output_delay [expr $clk_period * $clk_io_pct] -clock clk0 [all_outputs]
==> Changelog: implementation <==
### Implementation results

- Status: complete, no violations
- Logic area: 0 um^2
- Distinct lib cells used: 1
- CP max stage delay: ~310 ps
- Worst hold slack: between 200 and 300 ps
- Vias/cell: a little under 3
- Iter 0 DRT Violations: about 40
- CTS Hold Bufs: 0
- Slowest CP cell: dfxtp_2
- Net Sw Frac: 0.193
- Synth Area per Inst: between 20 and 25 um^2
- Period minus WS final: between 900 and 1000 ps
- Max-slew headroom: 0.926
- Cells after Synth: 110
- CTS buffer count: 9
- Comb power frac: 0.070
- H-tree depth: 3
- Tcrit/Tclk final: 0.970
- Seq pwr share: 0.532
- CTS tree: yes
- Arrival @ worst endpoint: between 700 and 800 ps
- Psw: between 1.5 and 2 mW
- Count of final setup violators: 0
- GRT Residual Overflow: 0
- # IOs: between 200 and 250
- Family with the most delay on the worst path: flip-flops
- Area delta synth->final: 102%
- DR vias: ~1600
- Critical Path Stages: 1
- Clock sink count: between 100 and 150
- Leak: a little under 2 nW
- Cells on Worst Hold Path: 1
- Power per cell area: 1970 nW/um^2
- Internal: roughly 7.1 mW
- First-pass DRT Iterations: 3
- RSZ-0062 raised after global routing: yes
- Commonest Layout Cell: clkdlybuf4s50_1
- First-pass GRT wire length: between 10000 and 15000 um
- # fillers: 1705
- Syn. warnings: 1
- Global-route usage over all layers: 0.0614
- CORE AREA: roughly 16000 um^2
- Post-synth regs: around 110
- N_diodes: 0
- Slew Viols, Final: 0
- Pin count of the biggest net entering global routing: 19
- Root Buffer: clkbuf_16
- Initial antenna violation count: 0
- Seq share, synth: 1.00
- Layout cells sized above 1: 0.393
- Worst setup path category: register to output pin
- Max_cap viols: 0
- Crit path from: ALUResult_save[19]
- Buffers & Inverters on Critical Path: 1
- Register Area: ~2200 um^2
- Final worst slack: roughly 30 ps
- Min-Delay Path Class: input port to register
- Worst vdd ir: 826 uV
- Clock share of power: 0.398
- Worst Setup EP: ALUResult_out[19]
- Mapped Area: between 2000 and 2500 um^2
- Least-Margin Pin Slew: between 100 and 150 ps
- Routed len/inst: between 10 and 15 um
- FP Core Util: 0.134
- Tool warnings: 27
- Worst setup SP type: register
- Placed cell areas: around 4700 um^2
- Horiz. Die Dim: approximately 150 um
- # port buffers: 220
- Worst-path cell chain: buf_2
- Die Size: 22200 um^2
- WL final: about 7300 um
- Row Count: 47
- Final GP Congestion: between 0.7 and 0.8
- # DRC: 0
- Crit end category: output pin
- Ys cells: about 110
- Clk buf depth: 2
- Vias in the first global route: 1801
- Final core occ: 0.270
- Fin. Hold Viols: 0
- Multi-input gates: 0
- Antenna Nets Post-Route: 0
- Final HPWL DP: 6160 um
- Dominant logic cell types in the final layout: clkdlybuf4s50_1 (110), buf_2 (109), dfxtp_1 (100), dfxtp_2 (10), clkbuf_16 (9)
- Fmax: approximately 1.0 GHz
- Max FO, Critical Path: 1
- Yosys chip area: ~2200 um^2
- Setup TNS: 0 ps
- Die height: between 100 and 150 um
- Final instance area: roughly 4400 um^2
- Clock Pin Slew Worst Setup and Hold Paths: roughly 70 ps
- Pre-CTS setup slack: -26.2 ps
- Critical path required time: ~800 ps
sequential cells by signal, summed over array words and instances (netlist names):
name                flops
RegData2_save          32
ALUResult_save         32
Zero_save               1
Jump_save               1
MemWrite_save           2
Branch_save             1
R_destination_save      5
MemRead_save            2
AdderResult_save       32
MemToReg_save           1
RegWrite_save           1
synthesized netlist by cell type:
cell | instances | area, um^2
dfxtp_1 | 110 | 2200
metrics by stage:
stage | total power, mW | std cells
2_1_floorplan | 4.71 | 110
3_3_place_gp | 5.62 | 550
3_5_place_dp | 5.62 | 550
4_1_cts | 8.97 | 566
5_1_grt | 9.20 | 566
6_report | 8.77 | 566
how the worst min path moves through the flow:
stage	start	slack, ps	end
5_1_grt	ALUResult[31]	260	ALUResult_save[31]
6_report	AdderResult[10]	290	AdderResult_save[10]
4_1_cts	ALUResult[30]	260	ALUResult_save[30]
power groups by stage:
stage / logic [mW] / registers [mW] / clock network [mW]
after CTS: 0.636 / 4.66 / 3.68
after global routing: 0.679 / 4.68 / 3.84
final: 0.615 / 4.66 / 3.49
final cells by class:
type | instances | share of cell area
repair buffers | 220 | 0.373
clock buffers | 9 | 0.0506
flip-flops and latches | 110 | 0.498
clock inverters | 7 | 0.0169
well taps | 220 | 0.0619
kinds of logic (layout without fill, tap and decap cells):
family | after synthesis | count (layout) | synth area share
buffers and inverters | 0 | 236 | 0
DFF | 110 | 110 | 1.00
routing by layer:
| layer | up-vias | routed length [um] | GRT usage |
|---|---|---|---|
| met5 | - | 0 | 0 |
| met4 | 0 | 198 | 0.0157 |
| met3 | 11 | 1540 | 0.0561 |
| met2 | 149 | 3020 | 0.0887 |
| met1 | 691 | 2560 | 0.0644 |
| li1 | 796 | - | - |
repair_timing:
| item | in CTS | in global routing |
|---|---|---|
| resized | 343 | 5 |
| setup buffers | 0 | 0 |
| setup endpoints to repair | 110 | 11 |
Power figures rest on the tool's default switching activity, not on a simulated workload.
