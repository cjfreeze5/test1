==> ./design.v <==
`timescale 1ns / 1ps
module ID_EX(Clk, ALUControl, RegDst, MemToReg, RegWrite, ALUSrc, MemWrite, MemRead, Branch, Zero, Jump, offset, RegData1, RegData2, 
            Rt, Rd, PCAddResult, ALUControl_out, RegDst_out, MemToReg_out, RegWrite_out, ALUSrc_out, MemWrite_out, MemRead_out, 
            Branch_out, Zero_out, Jump_out, offset_out, RegData1_out, RegData2_out, Rt_out, Rd_out, PCAddResult_out);
	input [3:0] ALUControl;
	input [1:0] MemWrite, MemRead;
	input Clk, MemToReg, RegDst, RegWrite, ALUSrc, Branch, Zero, Jump;
	input [31:0] RegData1, RegData2, offset, PCAddResult;
	input [4:0] Rt, Rd;
	reg [3:0] ALUControl_save;
	reg [1:0] MemWrite_save, MemRead_save;
	reg RegWrite_save, RegDst_save, MemToReg_save, ALUSrc_save, Branch_save, Zero_save, Jump_save;
	reg [31:0] RegData1_save, RegData2_save, offset_save, PCAddResult_save;
	reg [4:0] Rt_save, Rd_save;
	output reg [3:0] ALUControl_out;
	output reg [1:0] MemWrite_out, MemRead_out;
	output reg RegWrite_out, RegDst_out, MemToReg_out, ALUSrc_out, Branch_out, Zero_out, Jump_out;
	output reg [31:0] RegData1_out, RegData2_out, offset_out, PCAddResult_out;
	output reg [4:0] Rt_out, Rd_out;
	initial begin 
        ALUControl_save = 3'b0; 
		RegDst_save = 1'b0;
		MemToReg_save = 1'b0;
		RegWrite_save = 1'b0;
		ALUSrc_save = 1'b0;
		MemWrite_save = 2'b0;
		MemRead_save = 2'b0;
		Branch_save = 1'b0;
		Zero_save = 1'b0;
		Jump_save = 1'b0;
		RegData1_save = 32'b0;
		RegData2_save = 32'b0;
		offset_save = 32'b0;
		PCAddResult_save = 32'b0;
		Rt_save = 5'b0;
		Rd_save = 5'b0;
		ALUControl_out = 3'b0; 
		RegDst_out = 1'b0;
		MemToReg_out = 1'b0;
		RegWrite_out = 1'b0;
		ALUSrc_out = 1'b0;
		MemWrite_out = 2'b0;
		MemRead_out = 2'b0;
		Branch_out = 1'b0;
		Zero_out = 1'b0;
		Jump_out = 1'b0;
		RegData1_out = 32'b0;
		RegData2_out = 32'b0;
		offset_out = 32'b0;
		PCAddResult_out = 32'b0;
		Rt_out = 5'b0;
		Rd_out = 5'b0;
    end 
	always@(posedge Clk)begin
		ALUControl_save <= ALUControl; 
		RegDst_save <= RegDst;
		MemToReg_save <= MemToReg;
		RegWrite_save <= RegWrite;
		ALUSrc_save <= ALUSrc;
		MemWrite_save <= MemWrite;
		MemRead_save <= MemRead;
		Branch_save <= Branch;
		Zero_save <= Zero;
		Jump_save <= Jump;
		RegData1_save <= RegData1;
		RegData2_save <= RegData2;
		offset_save <= offset;
		PCAddResult_save <= PCAddResult;
		Rt_save <= Rt;
		Rd_save <= Rd;
	end
	always@(*)begin
		ALUControl_out <= ALUControl_save; 
		RegDst_out <= RegDst_save;
		MemToReg_out <= MemToReg_save;
		RegWrite_out <= RegWrite_save;
		ALUSrc_out <= ALUSrc_save;
		MemWrite_out <= MemWrite_save;
		MemRead_out <= MemRead_save;
		Branch_out <= Branch_save;
		Zero_out <= Zero_save;
		Jump_out <= Jump_save;
		RegData1_out <= RegData1_save;
		RegData2_out <= RegData2_save;
		offset_out <= offset_save;
		PCAddResult_out <= PCAddResult_save;
		Rt_out <= Rt_save;
		Rd_out <= Rd_save;
	end
endmodule
==> ./run.sh <==
#!/bin/bash
# OpenROAD 26Q1-2900-gdf79404cd8, Yosys 0.63+post, stock flow scripts
make -C /OpenROAD-flow-scripts/flow DESIGN_CONFIG=/design/flow/config.mk WORK_HOME=/design/flow/orfs finish
==> ./config.mk <==
export PLATFORM = sky130hd
export DESIGN_NAME = ID_EX
export DESIGN_NICKNAME = ID_EX
export VERILOG_FILES = /design/flow/design.v
export SDC_FILE = /design/flow/constraint.sdc
export NUM_CORES = 4
export LEC_CHECK = 1
export CORE_AREA = 10 10 162 162
export DIE_AREA = 0 0 172 172
==> ./constraint.sdc <==
current_design ID_EX

set clk_period 1.0
set clk_io_pct 0.2

create_clock -name clk0 -period $clk_period [get_ports {Clk}]

set non_clock_inputs [all_inputs -no_clocks]
set_input_delay [expr $clk_period * $clk_io_pct] -clock clk0 $non_clock_inputs
set_output_delay [expr $clk_period * $clk_io_pct] -clock clk0 [all_outputs]
==> impl_metrics.toml <==
# yosys + openroad results
[drt]
antenna_cells = 0
wl_per_cell_um = 15.0
dr_total_vias = 2293
wl_um = 11700
drt-pass1-iter-count = 4
drc = 0
vias_per_cell = 2.95
detail_route.iter0.violations = 76
final_antenna_net_count = 0

[clock_network]
clockBufferDepth = 2
cts_hold_buf = 0
cts.clk_slew.worst_paths_ps = 70
cts_tree = "done"
htreeDepth = 4
cts_root_buffer = "clkbuf_16"
cts_sinks = 153
cts-buffers-inserted = 17

[worst_setup_path]
worst_ep_required_time_ps = 800
endpoint_kind = "output port"
path_max_fanout = 1
critPathSlowestCell = "dfxtp_2"
worst-path-buf-inv = 1
cp-start-kind = "flip-flop"
crit_family = "flip-flops"
crit_chain = "buf_2"
crit_cells = 1
cp_data_arrival_time_ps = 830
timing_worst_setup_path_type = "flip-flop to output port"
max_stage_delay_ps = 310

[hold_path]
hold_end = "RegData1_save[21]"
worstHoldPathCells = 1
holdCritPathClass = "input port to flip-flop"
hp-start = "RegData1[21]"

[pwr]
leakagePower_uw = 0.00277
report.power.total_uw = 13700
ir_drop_v = 0.000802
power.density_nw_per_um2 = 2160

[synth]
ys_ff = 153
netlist_area_um2 = 3060
yosys_cells = 153
yosysChipArea_um2 = 3060
synth_area_leader_cell = "dfxtp_1"
simple_gate_area_share_pct = 0
top_cells_by_area = "dfxtp_1 (100%)"
syn_inst = 153
aoi_share_pct = 0
synthAdderAreaFrac_pct = 0
avgSynthCellArea_um2 = 20.0
yosysUniqueCellTypes = 1
synthMuxAreaShare_pct = 0
top_area_share_pct = 100
yosys_warnings = 1
synthXorXnorAreaFrac_pct = 0
ys_seq_share_pct = 100

[grt]
globalRouteOverflowTotal = 0
grt_usage_pct = 7.28
antenna_found_initial = 0
grt_pass1_wl_um = 15900
grt_pass1_vias = 2445
grt_max_degree = 17

[placed_design]
placed_area_um2 = 6480
portBuffers = 306
post-place-ws_ps = -15.0
finalWeightedCongestion = 0.795

[floorplan]
io-pin-count = 307
fp_util_pct = 13.5
num_rows = 55
core_area_um2 = 22700
die_h_um = 172
fp.dieW_um = 172
dieArea_um2 = 29600

[final_timing]
fin_crit_sh_pct = 103
relSlewSlack_pct = 88.2
post-route-worst-setup-slack_ps = -34.7
min_period_ps = 1030
setup_viol = 122
hold_viol = 0
slew_violations = 0
fmaxAchievable_mhz = 966
tightest_slew_ps = 176
rsz0062_at_grt = "yes"

[finish]
drive_gt1_share_pct = 40.3
area_growth_pct = 107
combGateArea_um2 = 0
finalInstanceArea_um2 = 6330
comb_cells = 0

[status]
violations = "negative setup slack"
status = "complete, but fails checks"

[run]
maxCapViolCount = 0
warning_count = 27
==> power by group <==
part           internal (uW)  total [uW]  switching [uW]
registers               6430        6490            63.0
logic                    717         871             154
clock network           3830        6310            2480
total                  11000       13700            2700
==> per-layer routing <==
| metal | part of all wire [%] | global-route usage (%) |
|---|---|---|
| met5 | 0 | 0 |
| met4 | 1.2 | 1.09 |
| met3 | 15 | 4.64 |
| met2 | 48 | 12.2 |
| met1 | 36 | 7.72 |
==> cells by family (layout without fill, tap and decap cells) <==
| family | count (synthesis) | count (layout) |
|---|---|---|
| buffers and inverters | 0 | 338 |
| flip-flops | 153 | 153 |
==> registers in the layout, summed over array words and instances (netlist names), 2 cells and up <==
signal	flops
PCAddResult_save	32
RegData1_save	32
RegData2_save	32
offset_save	32
Rd_save	5
Rt_save	5
ALUControl_save	4
MemRead_save	2
MemWrite_save	2
==> layout make-up <==
cell class,instances,area (um2)
flip-flops and latches,153,3080
clock buffers,23,468
clock inverters,9,115
well taps,285,357
repair buffers,306,2310
fillers,2402,16400
==> through the flow <==
step | util, % | hold WS (ps) | std cells | TNS (ps)
2_1_floorplan | - | 228 | 153 | 0
3_5_place_dp | 28.5 | 652 | 744 | -25.7
4_1_cts | 27.8 | 196 | 776 | -5950
3_3_place_gp | 28.5 | 648 | 744 | -42.7
5_1_grt | 27.9 | 195 | 776 | -9040
6_report | 27.9 | 221 | 776 | -938
==> cell usage after synthesis, drive strengths merged <==
cell,n
dfxtp,153
==> what timing repair did <==
item | in CTS | in global routing
endpoints found under the setup margin | 153 | 153
resized | 493 | 12
pin swaps | 0 | 0
buffers inserted | 0 | 0
cloned | 0 | 0
==> placed cells by master, fill, tap and decap left out <==
| cell type | Yosys | final |
|---|---|---|
| dfxtp_1 | 153 | 136 |
| clkbuf_16 | 0 | 17 |
| dfxtp_2 | 0 | 17 |
| clkinv_4 | 0 | 2 |
| clkinv_2 | 0 | 1 |
| inv_6 | 0 | 2 |
| buf_6 | 0 | 2 |
| clkdlybuf4s50_1 | 0 | 153 |
| bufinv_16 | 0 | 2 |
| clkbuf_8 | 0 | 2 |
| buf_2 | 0 | 151 |
| clkinvlp_4 | 0 | 2 |
| clkbuf_1 | 0 | 4 |
==> worst max-delay path by stage <==
| stage | from | end | slack (ps) |
|---|---|---|---|
| 4_1_cts | PCAddResult_save[12] | PCAddResult_out[12] | -70 |
| 5_1_grt | RegData2_save[3] | RegData2_out[3] | -90 |
| 6_report | offset_save[0] | offset_out[0] | -30 |
Power figures rest on the tool's default switching activity, not on a simulated workload.
