==> flow/config.mk <==
export PLATFORM = sky130hd
export DESIGN_NAME = MEM_WB
export DESIGN_NICKNAME = MEM_WB
export VERILOG_FILES = /design/flow/design.v
export SDC_FILE = /design/flow/constraint.sdc
export NUM_CORES = 4
export LEC_CHECK = 1
export CORE_UTILIZATION = 30
==> flow/design.v <==
`timescale 1ns / 1ps
module MEM_WB(Clk, MemToReg, RegWrite, ALUResult, ReadData, R_destination,
			 MemToReg_out, RegWrite_out, ALUResult_out, ReadData_out, R_destination_out);
	input [31:0] ALUResult, ReadData;  
	input [4:0] R_destination; 
	input Clk, MemToReg, RegWrite;
	reg [31:0] ALUResult_save, ReadData_save;
	reg [4:0] R_destination_save; 
	reg MemToReg_save, RegWrite_save;
	output reg [31:0] ALUResult_out, ReadData_out;
	output reg [4:0] R_destination_out;
	output reg MemToReg_out, RegWrite_out;
	initial begin 
        MemToReg_save = 1'b0;
		RegWrite_save = 1'b0;
		ALUResult_save = 32'b0;
		ReadData_save = 32'b0;
		R_destination_save = 5'b0;
		MemToReg_out = 1'b0;
		RegWrite_out = 1'b0;
		ALUResult_out = 32'b0;
		ReadData_out = 32'b0;
		R_destination_out = 5'b0;
	end 
	always@(posedge Clk) begin
		MemToReg_save <= MemToReg;
		RegWrite_save <= RegWrite;
		ALUResult_save <= ALUResult;
		ReadData_save <= ReadData;
		R_destination_save <= R_destination;
	end
	always@(*)begin
		MemToReg_out <= MemToReg_save;
		RegWrite_out <= RegWrite_save;
		ALUResult_out <= ALUResult_save;
		ReadData_out <= ReadData_save;
		R_destination_out <= R_destination_save;
	end
endmodule
==> flow/run.sh <==
#!/bin/bash
# OpenROAD 26Q1-2900-gdf79404cd8, Yosys 0.63+post, stock flow scripts
make -C /OpenROAD-flow-scripts/flow DESIGN_CONFIG=/design/flow/config.mk WORK_HOME=/design/flow/orfs finish
==> flow/constraint.sdc <==
current_design MEM_WB

set clk_period 1.0
set clk_io_pct 0.2

create_clock -name clk0 -period $clk_period [get_ports {Clk}]

set non_clock_inputs [all_inputs -no_clocks]
set_input_delay [expr $clk_period * $clk_io_pct] -clock clk0 $non_clock_inputs
set_output_delay [expr $clk_period * $clk_io_pct] -clock clk0 [all_outputs]
==> reports/results.tsv <==
metric	value	unit
run status	complete, no violations	
logic gate share of total power	7.2	%
io pins	143	
OpenROAD warnings	26	
CP required	800	ps
largest net degree at the start of global routing	11	
core area	4440	µm²
initial antenna violation count	0	
Synth area leader	dfxtp_1	
routing usage on met2	24.3	%
Clock H-tree levels	3	
CP startpoint kind	flop	
DRT iter0 DRCs	22	
Max Cap Violations	0	
WL/cell	12.1	µm
crit path max fanout	1	
Crit path max-delay family	flip-flops	
via count of the first global-routing pass	1122	
element type at the critical path end	output pin	
count of final setup violators	0	
Setup CP Type	reg -> out	
synthesized cell area	1420	µm²
Port-buffer cells	142	
Die X	70.8	µm
Internal	4.32	mW
critical path launch point	ALUResult_save[31]	
most frequent cells in the layout	71 x clkdlybuf4s50_1, 71 x buf_2, 68 x dfxtp_1	
hpwl dp	2.64	mm
unrepaired setup endpoints after global routing	no	
Num CTS Buffers	9	
1st-pass router iterations	13	
Most Used Layer, Global Route	met2	
Synth flops	71	
Final Cycle Share	95.1	%
crit path cell chain	buf_2	
layout cells sized above 1	37.9	%
Sink Count	71	
Final Wtd Congestion	0.732	
All-Layer GR Usage	14.2	%
# Cells Yosys	71	
Peak VDD IR	1.21	mV
total gr overflow	0	
CTS root buffer	clkbuf_8	
Worst-Margin Slew	109	ps
Synth Instances	71	
Psw	0.941	mW
Pins Over Slew Limit	0	
clk slew on worst S/H paths	60	ps
logic area	0	µm²
Cell variety after synth	1	
# diodes	0	
GR Util met1	14.1	%
first-pass GRT wire length	5.11	mm
Sw Ratio	17.9	%
Seq pwr share	57.3	%
Placement Rows	24	
Slew HR	92.7	%
Antenna Nets Post-Route	0	
TNS Setup	0	ps
Longest Clk Path Bufs	2	
Via density	3.85	
final hold vios	0	
Critical-path top delay cell	dfxtp_2	
P_leak	1.24	nW
CTS tree	done	
synth-to-layout area growth	91.4	%
syn avg cell area	20.0	µm²
Clk pwr share	35.5	%
Crit path arrival time	750	ps
DRC viols	0	
hold crit path type	in -> reg	
count of multi-input gates	0	
tally of yosys warning messages	1	
Max-area cell share	100	%
GR Util met3	10.1	%
Die Footprint	5020	µm²
Die Y-Extent	70.8	µm
Setup crit end	ALUResult_out[31]	
Critical Path Max Stage Delay	310	ps
final wirelength	3.39	mm
CP Depth	1	
via count	1075	
WP buf/inv	1	
YS chip area	1420	µm²
fin crit period	951	ps
Fin Hold WS	305	ps
fmax	1.05	GHz
Top cells by area	dfxtp_1 100%	
fp util	32.0	%
Seq share, synth	100	%
power per cell area	1930	nW/µm²
## layout make-up
cell class            instances  area (µm²)
Sequential cell              71        1430
Tap cell                     52        65.1
Timing Repair Buffer        142        1070
Fill cell                   372        1720
Clock inverter                1        5.00
Clock buffer                 13         159
## cell families (layout without fill, tap and decap cells)
logic type / count (synthesis) / after routing / synth area share (%)
buffers and inverters: 0 / 156 / 0
flip-flops: 71 / 71 / 100
## timing repair
item / CTS / global route
hold buffers: 0 / 0
endpoints found under the setup margin: 71 / 1
buffers inserted: 0 / 0
resized: 217 / 1
## power groups by stage
stage | registers (mW) | logic, mW | clock network, mW
6_report | 3.01 | 0.381 | 1.86
4_1_cts | 3.01 | 0.389 | 1.94
5_1_grt | 3.02 | 0.411 | 2.09
## cells in the mapped netlist (all sizes together)
cell type	number
dfxtp	71
## worst min-delay path by stage
stage,cells after the start,endpoint,slack (ps),startpoint
CTS,1,ALUResult_save[30],280,ALUResult[30]
global route,1,ALUResult_save[31],280,ALUResult[31]
finish,1,ALUResult_save[31],300,ALUResult[31]
## metrics by stage
stage	setup slack, ps	total power [mW]	std cells	utilization, %	area (µm²)
after global placement	21.9	3.60	265	65.4	2910
after detailed placement	21.0	3.61	265	65.4	2910
after floorplan	538	3.04	71	-	1420
after CTS	32.3	5.35	279	61.2	2720
final	49.2	5.26	279	61.2	2720
after global routing	1.14	5.53	279	61.2	2720
## layer usage
metal | vias up | wire, µm
met5 | - | 0
met2 | 84 | 1750
met1 | 465 | 1060
li1 | 520 | -
met4 | 0 | 72
met3 | 6 | 502
## sequential cells by signal (all words and copies together) (netlist names)
register / cells
ALUResult_save: 32
MemToReg_save: 1
R_destination_save: 5
ReadData_save: 32
RegWrite_save: 1
Power is estimated from default activity; no workload was simulated.
